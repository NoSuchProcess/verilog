==> flow/config.mk <==
export PLATFORM = sky130hd
export DESIGN_NAME = counter_updown
export DESIGN_NICKNAME = counter_updown
export VERILOG_FILES = /design/flow/design.v
export SDC_FILE = /design/flow/constraint.sdc
export NUM_CORES = 4
export LEC_CHECK = 1
export CORE_AREA = 10 10 70 70
export DIE_AREA = 0 0 80 80
==> flow/constraint.sdc <==
current_design counter_updown

set clk_period 1.8
set clk_io_pct 0.2

create_clock -name clk0 -period $clk_period [get_ports {clock}]

set non_clock_inputs [all_inputs -no_clocks]
set_input_delay [expr $clk_period * $clk_io_pct] -clock clk0 $non_clock_inputs
set_output_delay [expr $clk_period * $clk_io_pct] -clock clk0 [all_outputs]
==> flow/design.v <==
module counter_updown(
	input wire clock,
	input wire enable,
	input wire updown,
	input wire load,
	input wire set,
	input wire reset,
	input wire[3:0] data,
	output wire[3:0] data_out,
	output wire carry_out
);
reg[3:0] count;
assign data_out = count;
assign carry_out = updown ? ~|count : &count;
always @(negedge clock or posedge reset or posedge set) begin
	if (reset)
		count = 4'h0;
	else if (set)
		count = 4'hF;
	else if (load)
		count = data;
	else if (enable) begin
		if (updown)
			count = data_out - 1;
		else
			count = data_out + 1;
	end
end
endmodule
==> flow/run.sh <==
#!/bin/bash
# OpenROAD 26Q1-2900-gdf79404cd8, Yosys 0.63+post, stock flow scripts
make -C /OpenROAD-flow-scripts/flow DESIGN_CONFIG=/design/flow/config.mk WORK_HOME=/design/flow/orfs finish
==> results.toml <==
# implementation run metrics
[outcome]
status = "finished with violations"
violations = "setup timing"

[power]
power_density_mw_per_mm2 = 621
ir_drop_mv = 0.284
leakage_nw = 0.314

[global_route]
overflow = 0
track_usage_pct = 3.82
antenna_found_initial = 0
grt_max_degree = 8
grt_first_pass_wirelength_um = 1990
grt_pass1_vias = 460

[synth]
yosys_warnings = 2
synth_flops = 4
ys_seq_share_pct = 34.0
edf_count = 0
yosys_cells = 39
ys.flop_type = "dfbbn_1"
yosys_area_um2 = 383
synthArstFlopShare_pct = 100
synth_cell_types = 24
syn_avg_cell_area_um2 = 9.82
synth_cells = 39
syn-cell-area_um2 = 383

[layout]
largest_reg_flops = 4
syn2layout_area_growth_pct = 96.4
fin_util_pct = 22.0
stdcell_count = 113
lay_top_count = "buf_4"
drive_gt1_share_pct = 47.8
lay_top_cells = "buf_4 (9), clkdlybuf4s50_1 (6), buf_6 (6)"

[clock_network]
clk_pin_slew_worst_paths_ns = 0.03
clock-root-buffer = "clkbuf_4"
numCtsBuffers = 3
cts_tree = "built"
htreeDepth = 1
insertion_delay_ns = 0.24
holdBufCountCts = 0
cts_buffer_depth = 2
cts_sinks = 4

[placement]
hpwl_um = 957
finalWeightedCongestion = 0.804
io_buffers = 14
placedCellCount = 105

[setup_path]
cp_cell_sequence = "or3_1 > o31ai_1 > buf_2"
cpMaxStageDelayCell = "dfbbn_1"
required_ns = 1.44
critPathKind = "flip-flop to output pin"
cp_max_fo = 2
end_kind = "output pin"
cp-start-kind = "flip-flop"
max_stage_delay_ns = 0.55
critPathArrivalTime_ns = 2.37

[floorplan]
rows = 21
coreArea_mm2 = 0.00342
initCoreUtil_pct = 11.2
die_h_um = 80
ios = 15
chip_area_mm2 = 0.00640
die-width_um = 80

[timing]
finalHoldViolCount = 0
finClkSkew_ns = 0.00156
rsz0062_at_grt = "yes"
tightest_slew_ns = 0.206
setup_viol = 8
relSlewSlack_pct = 86.3
setup_ws_ns = -0.935
slew_viol_final = 0

[hold_path]
holdCritPathClass = "flip-flop to flip-flop"

[detailed_routing]
antenna_cells = 0
totalWireLength_um = 1220
vias = 411
via_per_inst = 3.64
wire_per_inst_um = 10.8
first_pass_iters = 4
detail-route-antenna-nets = 0
drc = 0
drtIter0Drc = 35

[flow_run]
warnings = 30
cap_violations = 0
-- final cells by class --
class / instances / area [um^2]
Tap cell: 46 / 57.6
Inverter: 2 / 20.0
Clock buffer: 3 / 22.5
Multi-Input combinational cell: 31 / 273
Sequential cell: 4 / 130
Timing Repair Buffer: 27 / 249
Fill cell: 381 / 2660
-- kinds of logic after synthesis --
group                      share of synthesized area, %
DFF                                                34.0
adders and majority gates                          11.8
muxes                                              5.23
and+or+nand+nor                                    22.9
buffers and inverters                              6.21
xor gates and xnor gates                           2.29
AOI/OAI and AO/OA                                  17.6
-- cell usage after synthesis (2+ instances only) --
| cell type | count | area share, % |
|---|---|---|
| nand3_1 | 3 | 3.9 |
| ha_1 | 2 | 6.5 |
| dfbbn_1 | 4 | 34 |
| inv_1 | 2 | 2.0 |
| mux2i_1 | 2 | 5.2 |
| nand2_1 | 5 | 4.9 |
| o21ai_0 | 4 | 5.2 |
-- metal layers --
layer  global-route usage [%]  share of wire (%)  up-vias
met3                     1.93                7.7        2
li1                         -                  -      208
met5                        0                  0        -
met4                     1.06               0.74        0
met1                     4.93                 48      189
met2                     5.46                 43       12
-- where the power goes --
group / switching [mW] / leakage [nW] / internal, mW
combinational: 0.0894 / 0.246 / 0.140
sequential: 0.0120 / 0.0540 / 0.117
clock: 0.0335 / 0.0138 / 0.0744
-- path summary, 6_finish.rpt --
check / start / end / slack, ns / depth (start not counted)
max: count[2] / carry_out / -0.93 / 3
min: count[0] / count[0] / 0.74 / 2
max reg2reg: count[3] / count[3] / -0.04 / 6
min reg2reg: count[0] / count[0] / 0.74 / 2
max in group asynchronous: reset / count[2] / 0.15 / 3
min in group asynchronous: reset / count[3] / 1.47 / 2
-- worst max-delay path, delay by kind of cell (launching register included) --
family	cells	cell delay, ns
AOI/OAI and AO/OA	1	0.18
DFF	1	0.55
and+or+nand+nor	1	0.37
buffers and inverters	1	0.13
-- what timing repair did --
item / in CTS / in global routing
setup buffers: 5 / 1
endpoints found under the setup margin: 9 / 9
resized: 38 / 5
pin swaps: 8 / 4
-- through the flow --
| stage | hold WS [ns] | total power, mW | setup TNS (ns) | setup WS [ns] | cell area (um^2) |
|---|---|---|---|---|---|
| finish | 0.741 | 0.467 | -3.98 | -0.935 | 752 |
| global route | 0.762 | 0.509 | -4.30 | -0.978 | 752 |
| CTS | 0.738 | 0.470 | -4.19 | -0.994 | 748 |
| detailed placement | 0.741 | 0.308 | -7.80 | -1.08 | 639 |
| global placement | 0.724 | 0.304 | -7.75 | -1.07 | 639 |
| floorplan | 0.615 | 0.211 | -1.55 | -0.493 | 398 |
Power figures rest on the tool's default switching activity, not on a simulated workload.
