==> flow/design.v <==
module encode16to4(
	input wire enable,
	input wire[15:0] in,
	output reg[3:0] out,
	output wire select
);
assign select = enable ? |in : 1'bz;
always @(*) begin
	if (enable) begin
		if (in[15])
			out = 4'd15;
		else if (in[14])
			out = 4'd14;
		else if (in[13])
			out = 4'd13;
		else if (in[12])
			out = 4'd12;
		else if (in[11])
			out = 4'd11;
		else if (in[10])
			out = 4'd10;
		else if (in[9])
			out = 4'd9;
		else if (in[8])
			out = 4'd8;
		else if (in[7])
			out = 4'd7;
		else if (in[6])
			out = 4'd6;
		else if (in[5])
			out = 4'd5;
		else if (in[4])
			out = 4'd4;
		else if (in[3])
			out = 4'd3;
		else if (in[2])
			out = 4'd2;
		else if (in[1])
			out = 4'd1;
		else if (in[0])
			out = 4'd0;
		else
			out = 4'dx;
	end
	else begin
		out = 4'bzzzz;
	end
end
endmodule
==> flow/run.sh <==
#!/bin/bash
# OpenROAD 26Q1-2900-gdf79404cd8, Yosys 0.63+post, stock flow scripts
make -C /OpenROAD-flow-scripts/flow DESIGN_CONFIG=/design/flow/config.mk WORK_HOME=/design/flow/orfs finish
==> flow/config.mk <==
export PLATFORM = sky130hd
export DESIGN_NAME = encode16to4
export DESIGN_NICKNAME = encode16to4
export VERILOG_FILES = /design/flow/design.v
export SDC_FILE = /design/flow/constraint.sdc
export NUM_CORES = 4
export LEC_CHECK = 1
export CORE_AREA = 10 10 70 70
export DIE_AREA = 0 0 80 80
==> flow/constraint.sdc <==
current_design encode16to4

set clk_period 2.5
set clk_io_pct 0.2

create_clock -name clk0 -period $clk_period

set non_clock_inputs [all_inputs -no_clocks]
set_input_delay [expr $clk_period * $clk_io_pct] -clock clk0 $non_clock_inputs
set_output_delay [expr $clk_period * $clk_io_pct] -clock clk0 [all_outputs]
==> flow_metrics.env <==
# implementation run metrics
export IMPL_routed_via_count=317
export IMPL_cap_violations=0
export IMPL_first_pass_iters=2
export IMPL_fin_area_um2=487
export IMPL_cp_start_kind="input pin"
export IMPL_worst_pin_slew_ps=265
export IMPL_fmax_mhz=417
export IMPL_ys_seq_share_pct=0
export IMPL_synthDominantCellAreaShare_pct=16.5
export IMPL_dieHeight_um=80
export IMPL_regArea_um2=0
export IMPL_gp_congestion=0.808
export IMPL_wl_per_cell_um=9.67
export IMPL_worstPathArrival_ps=1900
export IMPL_layout_top_cells="13 x clkdlybuf4s50_1, 6 x dlygate4sd2_1, 5 x nor2_1, 5 x buf_4, 3 x nand2b_1"
export IMPL_viasPerCell=3.20
export IMPL_post_route_util_pct=14.2
export IMPL_grt_overflow=0
export IMPL_p_per_area_nw_per_um2=112
export IMPL_ios=22
export IMPL_grt_max_degree=5
export IMPL_top_cells_by_area="nor2_1 17%, nor4_1 16%, nand2b_1 12%"
export IMPL_synth_cells=27
export IMPL_peakVddDrop_uv=14.2
export IMPL_rsz0062_at_grt="no"
export IMPL_areaGrowthSynthToFinish_pct=206
export IMPL_grt_antenna_before_repair=0
export IMPL_fp_coreArea_um2=3420
export IMPL_cp_slowest_stage_delay_ps=460
export IMPL_first_global_vias=314
export IMPL_setup_viol=0
export IMPL_totalWireLength_um=957
export IMPL_cp_cell_sequence="clkdlybuf4s50_1 > nor2_2 > o311ai_2 > a311o_1 > clkdlybuf4s50_1"
export IMPL_drv_slew=0
export IMPL_crit_type="in -> out"
export IMPL_remaining_drc_errors=0
export IMPL_cp_common_cell="clkdlybuf4s50_1"
export IMPL_io_buffers=21
export IMPL_gr_usage_all_layers_pct=2.68
export IMPL_diodes=0
export IMPL_status="completed"
export IMPL_syn_area_um2=159
export IMPL_fp_row_count=21
export IMPL_top_area_cell="nor2_1"
export IMPL_post_route_period_util_pct=95.9
export IMPL_avgSynthCellArea_um2=5.89
export IMPL_hp_class="in -> out"
export IMPL_cpMaxStageDelayCell="clkdlybuf4s50_1"
export IMPL_cts_hold_fix_buffers=0
export IMPL_fp_util_pct=4.65
export IMPL_crit_buf_inv=2
export IMPL_grt_pass1_wl_um=1440
export IMPL_endpoint_kind="output pin"
export IMPL_die_area_um2=6400
export IMPL_placed_cell_area_um2=464
export IMPL_yosys_warnings=3
export IMPL_warning_count=33
export IMPL_period_needed_ps=2400
export IMPL_ys_chip_area_um2=159
export IMPL_antenna_left=0
export IMPL_flops=0
export IMPL_critPathMaxFanout=3
export IMPL_critPathTopFamily="buffers and inverters"
export IMPL_layout_drive_gt1_share_pct=20.8
export IMPL_slew_headroom_pct=82.2
export IMPL_synth_distinct_cells=15
export IMPL_layout_top_cell="clkdlybuf4s50_1"
export IMPL_drtIter0Drc=6
export IMPL_die_w_um=80
export IMPL_p_total_mw=0.0547
export IMPL_cp_required_ps=2000
export IMPL_fillerInstances=390
export IMPL_hold_viol=0
export IMPL_clkbuf_count=0
export IMPL_yosysCellCount=27
export IMPL_p_leak_nw=0.179
cell type report:
class	instances	area [µm²]	area share (%)
timing repair buffer	26	245	50.4
multi-input combinational	26	180	37.0
tap	46	57.6	11.8
inverter	1	3.75	0.771
stage by stage:
step	hold slack, ps	setup slack (ps)	TNS, ps	cells
after floorplan	1050	862	0	27
after global placement	2060	-93.7	-298	99
after detailed placement	2070	-97.6	-304	99
after CTS	1770	9.62	0	99
after global routing	1720	22.2	0	99
final	1680	102	0	99
where the power goes:
part	switching, mW	internal (mW)	total (mW)
combinational	0.0203	0.0344	0.0547
sequential	0	0	0
clock	0	0	0
kinds of logic after synthesis:
| group | count (synthesis) | synth area share (%) |
|---|---|---|
| AOI/OAI and AO/OA | 6 | 30.7 |
| buffers and inverters | 1 | 2.36 |
| and+or+nand+nor | 20 | 66.9 |
what timing repair did:
item	4_1_cts	5_1_grt
gates resized	8	6
endpoints found under the setup margin	4	3
pin swaps	2	3
buffers inserted	0	0
cells in the mapped netlist (2+ instances only):
library cell and instances:
nor2_1 7, nand2b_1 3, nand2_1 2, nor4_1 4
path summary, 6_finish.rpt:
kind,startpoint,endpoint,slack (ps),depth (start not counted)
worst min-delay path,in[10],out[0],1680,5
worst max-delay path,in[6],out[1],100,5
metal layers:
layer	part of all wire [%]	GRT usage, %
met2	44	4.57
met5	0	0
met1	42	3.36
met4	0	0
met3	13	0.909
Power and IR drop assume default switching activity.
