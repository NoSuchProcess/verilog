$ cat design/flow/run.sh
#!/bin/bash
# OpenROAD 26Q1-2900-gdf79404cd8, Yosys 0.63+post, stock flow scripts
make -C /OpenROAD-flow-scripts/flow DESIGN_CONFIG=/design/flow/config.mk WORK_HOME=/design/flow/orfs finish
$ cat design/flow/config.mk
export PLATFORM = sky130hd
export DESIGN_NAME = adder32
export DESIGN_NICKNAME = adder32
export VERILOG_FILES = /design/flow/design.v
export SDC_FILE = /design/flow/constraint.sdc
export NUM_CORES = 4
export LEC_CHECK = 1
export CORE_AREA = 10 10 98 98
export DIE_AREA = 0 0 108 108
$ cat design/flow/constraint.sdc
current_design adder32

set clk_period 11.3
set clk_io_pct 0.2

create_clock -name clk0 -period $clk_period

set non_clock_inputs [all_inputs -no_clocks]
set_input_delay [expr $clk_period * $clk_io_pct] -clock clk0 $non_clock_inputs
set_output_delay [expr $clk_period * $clk_io_pct] -clock clk0 [all_outputs]
$ cat design/flow/design.v
module adder32(
    input wire[31:0] a, b,
    input wire carry_in,
    output wire[31:0] result,
    output wire carry_out
);
assign {carry_out, result} = {1'b0, a} + {1'b0, b} + {32'b0, carry_in};
endmodule
==> results.yml <==
# synthesis and place-and-route metrics
outcome:
  outcome: "completed"
power_and_ir_drop:
  proportion_of_power_drawn_by_the_clock_network_pct: 0
  max-vdd-ir-drop_mv: 0.0255
  comb_power_share_pct: 100.0
  sw_frac_of_total_pct: 41.3
  p_switching_uw: 73.6
  pwr_dens_nw_per_um2: 61.1
  power_report.internal_total_uw: 105
  static-leakage-power_nw: 1.21
  power.sequential.fraction_pct: 0
final_timing:
  final_max_slew_viol_count: 0
  worst_slew_pin_slew_ns: 0.732
  max_clock_freq_ghz: 0.128
  max-slew-margin-rel_pct: 50.5
  setup_viol: 0
  postLayoutSetupSlackWorst_ns: 3.46
  setup_total_negative_slack_ns: 0
  finalHoldViolCount: 0
  rsz0062_at_grt: "no"
  finalClockPeriodUsage_pct: 69.4
  fin_crit_ns: 7.84
setup_path:
  critPathCaptureType: "output pin"
  arrival_ns: 5.58
  critical_path_required_ns: 9.04
  timing.critical_path.fanout_max: 4
  criticalPathCategory: "input pin to output pin"
  startpoint_class_of_the_critical_path: "input pin"
logic_synthesis:
  synth_warnings: 0
  netlist_instances: 259
  synth.most_common_cell: "sky130_fd_sc_hd__a21oi_1"
  ys_sh_mux_pct: 0.540
  synth.yosys.seq_area_share_pct: 0
  synthTopCellsByCount: "34 x sky130_fd_sc_hd__a21oi_1, 31 x sky130_fd_sc_hd__ha_1, 23 x sky130_fd_sc_hd__nand2_1, 20 x sky130_fd_sc_hd__nor2_1, 15 x sky130_fd_sc_hd__xor2_1"
  share_of_synthesized_cell_area_in_full_adder_half_adder_and_majority_cells_pct: 23.1
  synth.yosys.num_cells: 259
  post_synth_instance_area_sq_um: 1850
  synthesis.area_per_instance_sq_um: 7.16
  largest_cells_by_area_after_synthesis: "sky130_fd_sc_hd__ha_1 21%, sky130_fd_sc_hd__a21oi_1 9.2%, sky130_fd_sc_hd__xor2_1 7.1%"
  synth_cell_types: 52
  topCombFamilyByArea: "AND-OR/OR-AND gates"
  post_synth_ao_oa_area_fraction_pct: 37.9
  synth-simple-area-share_pct: 22.9
  yosys.area_share.xor_xnor_pct: 11.8
  synthDominantAreaCellType: "sky130_fd_sc_hd__ha_1"
  post-synth-top-area-fraction_pct: 20.9
  yosys_area_sq_um: 1850
route:
  postRouteWirelength_mm: 6.36
  drcViolationCount: 0
  ant_nets: 0
  detailedRoute.firstIterationViolations: 64
  via_count: 2232
  dr.pass1.iters: 4
  wl_per_cell_um: 14.0
  vias_per_cell: 4.92
  route.antenna.diode_count: 0
place:
  dpl.cell_count: 454
  place_hpwl_mm: 5.67
  place.port_buffers: 98
  gp_congestion: 0.863
  preCtsSetupSlack_ns: 3.45
floorplan:
  row_count: 32
  chipArea_sq_um: 11700
  design.core.area_sq_um: 7650
  die_h_um: 108
  top_level_ports: 98
  die.size.x_um: 108
  initial_core_util_pct: 24.2
final_layout:
  fin_cells: 454
  count_of_clock_buffers_in_the_final_design: 0
  final.fill_count: 780
  area.growth.synth_to_final_pct: 57.4
  drive_above_1_share_pct: 3.13
  seq_cells: 0
  layout.area.seq_sq_um: 0
job:
  max_cap_violations: 0
  warnings: 32
global_route:
  sum_of_overflow_across_all_layers_after_global_routing: 0
  global_route_wire_length_before_repair_mm: 10.2
  antenna_found_initial: 0
  globalRouteMet3Util_pct: 2.41
  groute.layer.met2.usage_pct: 16.9
  gr-usage-all-layers_pct: 10.2
  grt_pass1_vias: 2160
  grt-busiest-layer: "met2"
  met1_usage_pct: 13.9
  grt_max_degree: 13
clock_tree:
  post_cts.resized_instances: 0
  cts-hold-fix-buffers: 0
  post_cts.repair.setup_buffers: 0
hold_path:
  class_of_the_tightest_hold_or_removal_check: "input pin to output pin"
power by group through the flow:
| stage | clock (mW) | combinational (mW) | sequential (mW) |
|---|---|---|---|
| final | 0 | 0.178 | 0 |
| after CTS | 0 | 0.181 | 0 |
| after global routing | 0 | 0.199 | 0 |
worst max-delay path, cell delays in order:
cell and delay, ns:
sky130_fd_sc_hd__clkdlybuf4s50_1 0.43, sky130_fd_sc_hd__fa_1 0.49, sky130_fd_sc_hd__fa_1 0.42, sky130_fd_sc_hd__a21oi_1 0.22, sky130_fd_sc_hd__o32ai_1 0.14, sky130_fd_sc_hd__o211ai_2 0.32, sky130_fd_sc_hd__a21o_1 0.24, sky130_fd_sc_hd__o21ai_2 0.10
sky130_fd_sc_hd__a21o_1 0.19, sky130_fd_sc_hd__a311oi_1 0.25, sky130_fd_sc_hd__clkdlybuf4s50_1 0.53
routing by layer:
metal | wire length (um) | vias to the layer above
met5 | 0 | -
met4 | 0 | 0
met3 | 542 | 0
met2 | 2860 | 63
met1 | 2960 | 995
li1 | - | 1174
path summary, 6_finish.rpt:
kind | to | startpoint | slack, ns | cells after the start
max | result[28] | a[0] | 3.46 | 11
min | result[30] | b[30] | 5.61 | 4
per-stage QoR:
step	total power, mW	hold WS [ns]	utilization [%]	instance area [sq um]
3_3_place_gp	0.180	5.62	38.2	2920
3_5_place_dp	0.180	5.62	38.2	2920
2_1_floorplan	0.0873	4.62	-	1850
4_1_cts	0.181	5.62	38.2	2920
5_1_grt	0.199	5.67	38.2	2920
6_report	0.178	5.61	38.2	2920
layout by cell type (no fill, tap or decap), types with 10 or more instances in the layout:
cell type	synthesis	layout
sky130_fd_sc_hd__a21o_1	12	12
sky130_fd_sc_hd__a21oi_1	34	34
sky130_fd_sc_hd__clkdlybuf4s50_1	0	98
sky130_fd_sc_hd__ha_1	31	31
sky130_fd_sc_hd__nand2_1	23	23
sky130_fd_sc_hd__nor2_1	20	20
sky130_fd_sc_hd__o21ai_0	12	12
sky130_fd_sc_hd__xnor2_1	10	10
sky130_fd_sc_hd__xor2_1	15	15
cell families (layout without fill, tap and decap cells):
group,count (synthesis),count (layout)
adders and majority gates,33,33
and+or+nand+nor,83,83
xor gates and xnor gates,25,25
buffers and inverters,12,105
AOI/OAI and AO/OA,105,105
muxes,1,1
area by class of cell:
type / count / area (sq um) / share of cell area [%]
multi-input combinational: 247 / 1780 / 61.1
timing repair buffer: 98 / 981 / 33.6
tap: 102 / 128 / 4.37
inverter: 7 / 26.3 / 0.901
Power figures rest on the tool's default switching activity, not on a simulated workload.
